File: flow/run.sh
#!/bin/bash
# OpenROAD 26Q1-2900-gdf79404cd8, Yosys 0.63+post, stock flow scripts
make -C /OpenROAD-flow-scripts/flow DESIGN_CONFIG=/design/flow/config.mk WORK_HOME=/design/flow/orfs finish
File: flow/config.mk
export PLATFORM = sky130hd
export DESIGN_NAME = PriorityEncoder_14
export DESIGN_NICKNAME = PriorityEncoder_14
export VERILOG_FILES = /design/flow/design.v
export SDC_FILE = /design/flow/constraint.sdc
export NUM_CORES = 4
export LEC_CHECK = 1
export CORE_AREA = 10 10 70 70
export DIE_AREA = 0 0 80 80
File: flow/constraint.sdc
current_design PriorityEncoder_14

set clk_period 2.0
set clk_io_pct 0.2

create_clock -name clk0 -period $clk_period

set non_clock_inputs [all_inputs -no_clocks]
set_input_delay [expr $clk_period * $clk_io_pct] -clock clk0 $non_clock_inputs
set_output_delay [expr $clk_period * $clk_io_pct] -clock clk0 [all_outputs]
File: flow/design.v
module ELM_Mitchw5(
    input [15:0] x,
    input [15:0] y,
    output [31:0] p
    );
    wire [1:0] sign_factor;
    wire [16:0] PP_2;
    wire [14:0] PP_1;
    wire [27:0] PP_0;
    PP_2_gen High(
        .x1(x[15:13]),
        .y(y),
        .sign_factor(sign_factor[1]),
        .PP(PP_2)
        );
    PP_1_gen Middle(
        .x(x[13:0]),
        .y1(y[15:13]),
        .sign_factor(sign_factor[0]),
        .PP(PP_1)
        );
    PP_0_gen Low(
        .x0(x[13:0]),
        .y0(y[13:0]),
        .PP(PP_0)
        );
    PP_add Final(
        .sign_factor(sign_factor),
        .PP_2(PP_2),
        .PP_1(PP_1),
        .PP_0(PP_0),
        .p(p)
        );
endmodule
module PP_2_gen(
    input [2:0] x1,
    input [15:0] y,
    output sign_factor,
    output [16:0] PP
    );
    wire one, two, sign;
    code encode_block(
        .one(one),
        .two(two),
        .sign(sign),
        .y2(x1[2]),
        .y1(x1[1]),
        .y0(x1[0])
        );
    wire [16:0] tmp1_pp; 
    assign tmp1_pp = {y[15],y};  
    wire [17:0] out1;
    assign out1[0] = sign;
    genvar i;
    generate
        for ( i = 0; i < 17; i = i+1 )
            begin : pp_rad4_first 
            product pp_pr(tmp1_pp[i],out1[i],one,two,sign,PP[i],out1[i+1]);
            end
    endgenerate
    sgn_gen sign_gen(one,two,sign,sign_factor);
endmodule
module PP_1_gen(
    input [13:0] x,
    input [2:0] y1,
    output sign_factor,
    output [14:0] PP
    );
    wire one, two, sign;
    code encode_block(
        .one(one),
        .two(two),
        .sign(sign),
        .y2(y1[2]),
        .y1(y1[1]),
        .y0(y1[0])
        );
    wire [14:0] tmp1_pp; 
    assign tmp1_pp = {x[13],x};  
    wire [15:0] out1;
    assign out1[0] = sign;
    genvar i;
    generate
        for ( i = 0; i < 15; i = i+1 )
            begin : pp_rad4_first 
            product pp_pr(tmp1_pp[i],out1[i],one,two,sign,PP[i],out1[i+1]);
            end
    endgenerate
    sgn_gen sign_gen(one,two,sign,sign_factor);
endmodule   
module code(one,two,sign,y2,y1,y0);  
	input y2,y1,y0;                     
	output one,two,sign;                
	wire [1:0]k;                        
	xor x1(one,y0,y1);                  
	xor x2(k[1],y2,y1);                 
	not n1(k[0],one);                   
	and a1(two,k[0],k[1]);              
	assign sign=y2;                     
endmodule       
module product(x1,x0,one,two,sign,p,i);
	input x1,x0,sign,one,two;
	output p,i;
	wire [1:0] k;
	xor xo1(i,x1,sign);
	and a1(k[1],i,one);
	and a0(k[0],x0,two);
	or o1(p,k[1],k[0]);
endmodule
module sgn_gen(one,two,sign,sign_factor);
    input sign,one,two;
    output sign_factor;
    wire k;
    or o1(k,one,two);
    and a1(sign_factor,sign,k);
endmodule
module PP_0_gen(
    input signed [13:0] x0,
    input signed [13:0] y0,
    output signed [27:0] PP
    );
    wire [13:0] x0_abs;
    assign x0_abs = x0 ^ {14{x0[13]}};
    wire [13:0] k_x0;
    wire zero_x0;
    wire [13:0] x0_abs2;
	assign x0_abs2 = x0_abs;
    LOD14 lod_x0(
        .data_i(x0_abs),
        .zero_o(zero_x0),
        .data_o(k_x0));
    wire [3:0] k_x0_enc;
    PriorityEncoder_14v2 PE_x0(
        .data_i(k_x0),
        .code_o(k_x0_enc));
    wire [3:0] x_shift;
    LBarrel Lshift_x0(
        .data_i(x0_abs2),
        .shift_i(k_x0),
        .data_o(x_shift));
    wire [13:0] y0_abs;
    assign y0_abs = y0 ^ {14{y0[13]}};
    wire [13:0] k_y0;
    wire zero_y0;
    LOD14 lod_y0(
        .data_i(y0_abs),
        .zero_o(zero_y0),
        .data_o(k_y0));
	wire [13:0] y0_abs2;
	assign y0_abs2 = y0_abs;  
    wire [3:0] k_y0_enc;
    PriorityEncoder_14v2 PE_y0(
        .data_i(k_y0),
        .code_o(k_y0_enc));
    wire [3:0] y_shift;
    LBarrel Lshift_y0(
        .data_i(y0_abs2),
        .shift_i(k_y0),
        .data_o(y_shift));
    wire [8:0] x_log;
    wire [8:0] y_log;
    wire [8:0] p_log;
    assign x_log = {1'b0,k_x0_enc,x_shift};
    assign y_log = {1'b0,k_y0_enc,y_shift};
    assign p_log = x_log + y_log;
    wire [20:0] p_l1b;
    wire [4:0] l1_input;
    assign l1_input = {1'b1,p_log[3:0]};
    L1Barrel L1swhift_plog(
        .data_i(l1_input),
        .shift_i(p_log[7:4]),
        .data_o(p_l1b));
    wire [11:0] p_low;
    wire not_k_l5 = ~p_log[8];
    assign p_low = p_l1b[15:4] & {12{not_k_l5}};
    wire [4:0] p_med;
    assign p_med = p_log[8] ? p_l1b[4:0] : p_l1b[20:16];
    wire [10:0] p_high;
    assign p_high = p_l1b[15:5] & {11{p_log[8]}};
    wire [27:0] PP_abs;
    assign PP_abs = {p_high,p_med,p_low};
    wire p_sign;
    wire [27:0] PP_temp;
    assign p_sign = x0[13] ^ y0[13];
    assign PP_temp = PP_abs ^ {28{p_sign}};
    wire notZeroA, notZeroB, notZeroD;
    assign notZeroA = ~zero_x0 | x0[13] | x0[0];
    assign notZeroB = ~zero_y0 | y0[13] | y0[0];
    assign notZeroD = notZeroA & notZeroB;
    assign PP = notZeroD? PP_temp : 28'b0;
endmodule
module LOD14(
    input [13:0] data_i,
    output zero_o,
    output [13:0] data_o
    );
	 wire [13:0] z;
	 wire [3:0] zdet;
	 wire [3:0] select;
	 assign zdet[3] = |(data_i[13:12]);
	 assign zdet[2] = |(data_i[11:8]);
	 assign zdet[1] = |(data_i[7:4]);
	 assign zdet[0] = |(data_i[3:0]);
	 assign zero_o = ~( zdet[0]  | zdet[1] );
	 LOD4 lod4_1 (
		.data_i(data_i[3:0]), 
		.data_o(z[3:0])
	 );
	  LOD4 lod4_2 (
            .data_i(data_i[7:4]), 
            .data_o(z[7:4])
         );
      LOD4 lod4_3 (
           .data_i(data_i[11:8]), 
           .data_o(z[11:8])
        );
	 LOD2 lod2_4 (
                .data_i(data_i[13:12]), 
                .data_o(z[13:12])
             );
	 	LOD4 lod4_5 (
                .data_i(zdet), 
                .data_o(select)
             );
	Muxes2in1Array2 Inst_MUX214_3 (
         .data_i(z[13:12]), 
         .select_i(select[3]), 
         .data_o(data_o[13:12])
     );
	Muxes2in1Array4 Inst_MUX214_2 (
        .data_i(z[11:8]), 
        .select_i(select[2]), 
        .data_o(data_o[11:8])
    );
	 Muxes2in1Array4 Inst_MUX214_1 (
        .data_i(z[7:4]), 
        .select_i(select[1]), 
        .data_o(data_o[7:4])
    );
	 Muxes2in1Array4 Inst_MUX214_0 (
		.data_i(z[3:0]), 
		.select_i(select[0]), 
		.data_o(data_o[3:0])
    );
endmodule
module LOD4(
    input [3:0] data_i,
    output [3:0] data_o
    );
	 wire mux0;
	 wire mux1;
	 wire mux2;
	 assign mux2 = (data_i[3]==1) ? 1'b0 : 1'b1;
	 assign mux1 = (data_i[2]==1) ? 1'b0 : mux2;
	 assign mux0 = (data_i[1]==1) ? 1'b0 : mux1;
	 assign data_o[3] = data_i[3];
	 assign data_o[2] =(mux2 & data_i[2]);
	 assign data_o[1] =(mux1 & data_i[1]);
	 assign data_o[0] =(mux0 & data_i[0]);
endmodule
module LOD2(
    input [1:0] data_i,
    output [1:0] data_o
    );
	 assign data_o[1] = data_i[1];
	 assign data_o[0] =(~data_i[1] & data_i[0]);
endmodule
module Muxes2in1Array4(
    input [3:0] data_i,
    input select_i,
    output [3:0] data_o
    );
	assign data_o[3] = select_i ? data_i[3] : 1'b0;
	assign data_o[2] = select_i ? data_i[2] : 1'b0;
	assign data_o[1] = select_i ? data_i[1] : 1'b0;
	assign data_o[0] = select_i ? data_i[0] : 1'b0;
endmodule
module Muxes2in1Array2(
    input [1:0] data_i,
    input select_i,
    output [1:0] data_o
    );
	assign data_o[1] = select_i ? data_i[1] : 1'b0;
	assign data_o[0] = select_i ? data_i[0] : 1'b0;
endmodule
module PriorityEncoder_14(
    input [13:0] data_i,
    output reg [3:0] code_o
    );
	  always @*
		case (data_i)
	     14'b00000000000001 : code_o = 4'b0000;
         14'b00000000000010 : code_o = 4'b0001;
         14'b00000000000100 : code_o = 4'b0010;
         14'b00000000001000 : code_o = 4'b0011;
         14'b00000000010000 : code_o = 4'b0100;
         14'b00000000100000 : code_o = 4'b0101;
         14'b00000001000000 : code_o = 4'b0110;
         14'b00000010000000 : code_o = 4'b0111;
         14'b00000100000000 : code_o = 4'b1000;
         14'b00001000000000 : code_o = 4'b1001;
         14'b00010000000000 : code_o = 4'b1010;
         14'b00100000000000 : code_o = 4'b1011;
		 default  : code_o = 4'b1100;
		endcase		
endmodule
module PriorityEncoder_14v2(
    input [13:0] data_i,
    output [3:0] code_o
    );
	wire tmp10, tmp20,tmp30,tmp40;
	assign tmp10 = ~(~(data_i[1] | data_i[3]) & ~data_i[5]);
	assign tmp20 = ~(~(data_i[7] | data_i[9]) & ~data_i[11]);
	assign code_o[0] = tmp10 | tmp20;
	assign tmp30 = ~(~(data_i[2] | data_i[3]) & ~data_i[6]);
	assign tmp40 = ~(~(data_i[7] | data_i[10]) & ~data_i[11]);
	assign code_o[1] = tmp30 | tmp40;
	wire [1:0] tmp50, tmp60;
	wire tmp70, tmp80;
	assign tmp50 = ~ (data_i[5:4] | data_i[7:6]);
	assign tmp70 = ~&(tmp50);
	assign code_o[2] = tmp70 | data_i[12];
	assign tmp60 = ~ (data_i[9:8] | data_i[11:10]);
	assign tmp80 = ~&(tmp60);
	assign code_o[3] = tmp80 | data_i[12];
endmodule
module LBarrel(
    input [13:0] data_i,
    input [13:0] shift_i,
    output [3:0] data_o);
	wire [11:0] tmp1_l;  
	wire [5:0] tmp2_l;	 
	wire [2:0] tmp3_l;	 
	assign tmp1_l = ~(data_i[11:0] & shift_i[12:1]);
	assign tmp2_l = ~(tmp1_l[11:6] & tmp1_l[5:0]);	
    assign tmp3_l = ~(tmp2_l[5:3] | tmp2_l[2:0]);
	assign data_o[3] = 	~&tmp3_l;
	wire [11:0] tmp1_r;
	wire [5:0] tmp2_r;
	wire [2:0] tmp3_r;
	assign tmp1_r[11] = 1'b1;
	assign tmp1_r[10:0] = ~(data_i[10:0] & shift_i[12:2]);
	assign tmp2_r = ~(tmp1_r[11:6] & tmp1_r[5:0]);	
    assign tmp3_r = ~(tmp2_r[5:3] | tmp2_r[2:0]);
	assign data_o[2] = 	~&tmp3_r;
	wire [11:0] tmp1_u;
	wire [5:0] tmp2_u;
	wire [2:0] tmp3_u;
	assign tmp1_u[11] = 1'b1;
	assign tmp1_u[10] = 1'b1;
	assign tmp1_u[9:0] = ~(data_i[9:0] & shift_i[12:3]);
	assign tmp2_u = ~(tmp1_u[11:6] & tmp1_u[5:0]);	
    assign tmp3_u = ~(tmp2_u[5:3] | tmp2_u[2:0]);
	assign data_o[1] = 	~&tmp3_u;
	wire [11:0] tmp1_d;
	wire [5:0] tmp2_d;
	wire [2:0] tmp3_d;
    assign tmp1_d[11] = 1'b1;
	assign tmp1_d[10] = 1'b1;
	assign tmp1_d[9] = 1'b1;
	assign tmp1_d[8:0] = ~(data_i[8:0] & shift_i[12:4]);
	assign tmp2_d = ~(tmp1_d[11:6] & tmp1_d[5:0]);	
    assign tmp3_d = ~(tmp2_d[5:3] | tmp2_d[2:0]);
	assign data_o[0] = 	~&tmp3_d;
endmodule
module L1Barrel(
    input [4:0] data_i,
    input [3:0] shift_i,
    output reg [20:0] data_o);
    always @*
        case (shift_i)
           4'b0000: data_o = data_i;
           4'b0001: data_o = data_i << 1;
           4'b0010: data_o = data_i << 2;
           4'b0011: data_o = data_i << 3;
           4'b0100: data_o = data_i << 4;
           4'b0101: data_o = data_i << 5;
           4'b0110: data_o = data_i << 6;
           4'b0111: data_o = data_i << 7;
           4'b1000: data_o = data_i << 8;
           4'b1001: data_o = data_i << 9;
           4'b1010: data_o = data_i << 10;
           4'b1011: data_o = data_i << 11;
           4'b1100: data_o = data_i << 12;
           4'b1101: data_o = data_i << 13;
           4'b1110: data_o = data_i << 14;
           default: data_o = data_i << 15;
        endcase
endmodule
module RBarell(
    input data_i,
    input shift_i,
    output [1:0] data_o);
    assign data_o[1] = ~shift_i;
    assign data_o[0] = shift_i | data_i;
endmodule
module PP_add(
    input [1:0] sign_factor,
    input [16:0] PP_2,
    input [14:0] PP_1,
    input [27:0] PP_0,
    output [31:0] p
    );
    wire [2:0] E_MSB;
    assign E_MSB[0] = ~ PP_0[27];
    assign E_MSB[1] = ~ PP_1[14];
    assign E_MSB[2] = ~ PP_2[16];
    wire [15:0] sum00_FA;
    wire [15:0] carry00_FA;
    wire [15:0] tmp001_FA;
    wire [15:0] tmp002_FA;
    wire [15:0] tmp003_FA;
    assign tmp001_FA = {E_MSB[0],PP_0[27],PP_0[27:14]};
    assign tmp002_FA = {E_MSB[1],PP_1};
    assign tmp003_FA = {PP_2[15:0]};
    genvar i001;
    generate
        for (i001 = 0; i001 < 16; i001 = i001 + 1)
            begin : pp_fad00
            FAd pp_fad(tmp001_FA[i001],tmp002_FA[i001], tmp003_FA[i001], carry00_FA[i001],sum00_FA[i001]);
            end
    endgenerate
    wire sum00_HA, carry00_HA;
    assign carry00_HA = PP_2[16];  
    assign sum00_HA = E_MSB[2];  
    wire [31:0] tmp1_add;
    wire [31:0] tmp2_add;
    assign tmp1_add = {E_MSB[2],sum00_HA,sum00_FA,PP_0[13:0]};
    assign tmp2_add = {carry00_HA,carry00_FA,sign_factor[1],{14{sign_factor[0]}}};
    assign p = tmp1_add + tmp2_add;
endmodule
module FAd(a,b,c,cy,sm);
	input a,b,c;
	output cy,sm;
	wire x,y,z;
	xor x1(x,a,b);
	xor x2(sm,x,c);
	and a1(y,a,b);
	and a2(z,x,c);
	or o1(cy,y,z);
endmodule 
==> out/writeup.txt <==
The flow ran to the end, but the final reports show violations. The final reports fail on negative setup slack. Of the total power, the clock network draws 0%.

The run gives 1.60 ns as the required time of the critical path. After synthesis, the mean cell area works out to 6.66 sq um. Across the whole layout, storage elements account for 0 sq um. The run gives 80 microns for the overall die width.

Hold-check failures listed in the final report amount to 0. With the number of antenna violations at the first check in global routing at 0, the net switching power is 0.0504 mW. The logs give 78.8% for the worst max-slew margin expressed relative to the limit and 1 for the number of warnings reported in the yosys synthesis log.

Looking at the setup timing report, the critical path kind is in2out. According to the floorplan log, the row count is 21. The report puts the hold buffer count at CTS at 0. The DRC violation total left in the routed layout is recorded as 0. At the end of routability-driven placement, the weighted congestion stood at 0.823.

The ratio of total power to cell area works out to 129 nW/um^2. The total iterations of the first detailed-routing run came out at 4. With the total of clock buffers placed in the layout at 0, the total routed wirelength is 1450 microns. The logs give 43 for the number of cells in the yosys synthesis report and 287 sq um for the synthesized cell area.

The final critical-path required period was 2.05 ns; the cell depth of the worst hold path was 5. The number of instances in the synthesized netlist was 43. The core box area is 3420 sq um, and the remaining antenna violation count is 0. After filler insertion, the fill cell instance count of the layout stands at 351. The tightest min-delay check is of the in2out type. The top cell type's share of synthesized area was 18.3%. After synthesis, the cell types taking the most area are sky130_fd_sc_hd__xor2_1 (18%), sky130_fd_sc_hd__nor4_1 (13%), sky130_fd_sc_hd__nor4_2 (8.7%).

The run gives 8.39% for the pre-placement core utilization. The internal portion of total power was 0.0544 mW; the count of warning messages emitted by the tools was 34. Counting distinct cell types in the post-synthesis netlist gives 18. For the post-DP HPWL, the log shows 1020 microns.

The total of buffers placed on input and output ports is 18, and the area growth from synthesis to layout is 185%. By count the netlist is led by sky130_fd_sc_hd__nand2_1 (6), sky130_fd_sc_hd__nor4_1 (6), sky130_fd_sc_hd__xor2_1 (6), sky130_fd_sc_hd__o21ai_0 (5), sky130_fd_sc_hd__nor2_1 (4). In this run the count of I/O pins placed on the die edge is 18.

The vertical die size works out to 80 microns. Per the final layout report, the fraction of cells sized above drive strength 1 comes to 72.7%. The run gives 520 as the via count of the first global-routing pass. The OpenROAD report gives the critical path a data arrival time of 1.65 ns. According to the cell report, flip-flops and latches in the layout number 0. Detailed-route iteration 0 reported a violation count of 17. The launch point of the worst min-delay path is recorded as data_i[7].

The share of the clock period used by the worst path after layout is 102%. In the Yosys report, the sequential cells make up 0% of the chip area. Walking the worst path, the cells encountered are buf_8, nor4_4, nand2_2, buf_6, o22a_1, o211ai_2, buf_4, o21ai_2, buf_2.

Setup repair after global routing could not meet its margin everywhere. The slew at the pin closest to its max-slew limit is 0.315 ns, and the count of final setup violators is 3. The peak supply drop is 25.6 uV, and the biggest cell delay along the critical path is 0.32 ns. The run gives 100.0% as the part of the power in combinational logic. 0 antenna diodes ended up in the layout. Looking at the power breakdown, sequential logic takes 0% of the total.

The run gives 4.34% for the global-route total usage across every layer. The type of element launching the critical path is an input pin. The detailed router placed 529 vias in this run.

The final-report max-slew violation count was 0; the post-place setup slack was -0.906 ns. The switching share of power was 48.1%; the largest net degree at the start of global routing was 6. STA classifies the critical path endpoint as a primary output.

The tool flagged a number of max-cap violations equal to 0. The cell with the largest stage delay on the worst path is sky130_fd_sc_hd__nor4_4. The first global-routing pass estimated 2430 microns of wire. In the final timing run, aggregate negative setup slack is -0.115 ns. The run gives 488 MHz as the maximum operating frequency.

The logs give -0.0473 ns for the worst path setup slack after routing and 287 sq um for the chip area estimate from yosys synthesis. In this run the static leakage power is 0.318 nW. The run gives 10.8 microns for the average wire length per cell after detail routing. Using the TritonRoute via totals, the vias-per-cell ratio works out to 3.95. The global route stage reports its total congestion overflow as 0. The path with the worst hold slack has its endpoint at code_o[1].

Die outline area: 6400 sq um. Summed over all instances, the cell type with the most area after synthesis is sky130_fd_sc_hd__xor2_1. Max fanout on the critical path was recorded as 3.
## area by class of cell
| type | count | area [sq um] | share of cell area, % |
|---|---|---|---|
| tap | 46 | 57.6 | 7.06 |
| timing repair buffer | 45 | 344 | 42.2 |
| multi-input combinational | 43 | 414 | 50.8 |
## logic make-up (layout without fill, tap and decap cells)
logic type,count (synthesis),after routing,synth area share [%]
and+or+nand+nor,26,26,54.6
AOI/OAI and AO/OA,11,11,27.1
xor gates and xnor gates,6,6,18.3
buffers and inverters,0,45,0
## per-layer routing
metal / share of wire [%] / wire, microns / GRT usage, % / vias up
met5: 0 / 0 / 0 / -
li1: - / - / - / 264
met3: 7.4 / 107 / 0.909 / 0
met4: 0 / 0 / 0 / 0
met1: 48 / 696 / 5.67 / 247
met2: 44 / 641 / 7.54 / 18
## power groups by stage
stage / Clock (mW) / Sequential (mW) / Combinational (mW)
4_1_cts: 0 / 0 / 0.0964
5_1_grt: 0 / 0 / 0.113
6_report: 0 / 0 / 0.105
## cells in the final DEF, fill, tap and decap left out, types with 2 or more instances in the layout
master                            count
sky130_fd_sc_hd__buf_2               11
sky130_fd_sc_hd__nor4_4               4
sky130_fd_sc_hd__nor4_2               2
sky130_fd_sc_hd__nor4_1               2
sky130_fd_sc_hd__clkdlybuf4s15_2      2
sky130_fd_sc_hd__nand2_1              4
sky130_fd_sc_hd__buf_4               26
sky130_fd_sc_hd__o21ai_1              2
sky130_fd_sc_hd__o21ai_2              2
sky130_fd_sc_hd__buf_6                5
sky130_fd_sc_hd__nor2b_1              2
sky130_fd_sc_hd__nor2_1               2
sky130_fd_sc_hd__xor2_1               6
## worst max path at each step
stage | slack [ns] | end | start
CTS | -0.06 | code_o[1] | data_i[12]
global route | -0.16 | code_o[0] | data_i[11]
finish | -0.05 | code_o[2] | data_i[11]
## critical path: cells and delay by family
kind                   cells  cell delay [ns]
buffers and inverters      4             0.47
and+or+nand+nor            2             0.43
AOI/OAI and AO/OA          3             0.35
## timing repair
action,in CTS,in global routing
endpoints found under the hold margin,0,0
setup buffers,12,1
endpoints found under the setup margin,4,4
resized,97,11
pin swaps,21,8
## through the flow
stage          power, mW  cell area [sq um]  hold WS, ns  std cells  utilization (%)
2_1_floorplan     0.0192                287        0.910         43                -
3_3_place_gp      0.0837                637         1.97        122             18.6
3_5_place_dp      0.0845                637         2.00        122             18.6
4_1_cts           0.0964                767         1.25        133             22.5
5_1_grt            0.113                816         1.30        134             23.9
6_report           0.105                816         1.26        134             23.9
Power and IR drop assume default switching activity.
