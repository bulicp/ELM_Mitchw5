[/design/flow/design.v]
module ELM_Mitchw5(
    input [15:0] x,
    input [15:0] y,
    output [31:0] p
    );
    wire [1:0] sign_factor;
    wire [16:0] PP_2;
    wire [14:0] PP_1;
    wire [27:0] PP_0;
    PP_2_gen High(
        .x1(x[15:13]),
        .y(y),
        .sign_factor(sign_factor[1]),
        .PP(PP_2)
        );
    PP_1_gen Middle(
        .x(x[13:0]),
        .y1(y[15:13]),
        .sign_factor(sign_factor[0]),
        .PP(PP_1)
        );
    PP_0_gen Low(
        .x0(x[13:0]),
        .y0(y[13:0]),
        .PP(PP_0)
        );
    PP_add Final(
        .sign_factor(sign_factor),
        .PP_2(PP_2),
        .PP_1(PP_1),
        .PP_0(PP_0),
        .p(p)
        );
endmodule
module PP_2_gen(
    input [2:0] x1,
    input [15:0] y,
    output sign_factor,
    output [16:0] PP
    );
    wire one, two, sign;
    code encode_block(
        .one(one),
        .two(two),
        .sign(sign),
        .y2(x1[2]),
        .y1(x1[1]),
        .y0(x1[0])
        );
    wire [16:0] tmp1_pp; 
    assign tmp1_pp = {y[15],y};  
    wire [17:0] out1;
    assign out1[0] = sign;
    genvar i;
    generate
        for ( i = 0; i < 17; i = i+1 )
            begin : pp_rad4_first 
            product pp_pr(tmp1_pp[i],out1[i],one,two,sign,PP[i],out1[i+1]);
            end
    endgenerate
    sgn_gen sign_gen(one,two,sign,sign_factor);
endmodule
module PP_1_gen(
    input [13:0] x,
    input [2:0] y1,
    output sign_factor,
    output [14:0] PP
    );
    wire one, two, sign;
    code encode_block(
        .one(one),
        .two(two),
        .sign(sign),
        .y2(y1[2]),
        .y1(y1[1]),
        .y0(y1[0])
        );
    wire [14:0] tmp1_pp; 
    assign tmp1_pp = {x[13],x};  
    wire [15:0] out1;
    assign out1[0] = sign;
    genvar i;
    generate
        for ( i = 0; i < 15; i = i+1 )
            begin : pp_rad4_first 
            product pp_pr(tmp1_pp[i],out1[i],one,two,sign,PP[i],out1[i+1]);
            end
    endgenerate
    sgn_gen sign_gen(one,two,sign,sign_factor);
endmodule   
module code(one,two,sign,y2,y1,y0);  
	input y2,y1,y0;                     
	output one,two,sign;                
	wire [1:0]k;                        
	xor x1(one,y0,y1);                  
	xor x2(k[1],y2,y1);                 
	not n1(k[0],one);                   
	and a1(two,k[0],k[1]);              
	assign sign=y2;                     
endmodule       
module product(x1,x0,one,two,sign,p,i);
	input x1,x0,sign,one,two;
	output p,i;
	wire [1:0] k;
	xor xo1(i,x1,sign);
	and a1(k[1],i,one);
	and a0(k[0],x0,two);
	or o1(p,k[1],k[0]);
endmodule
module sgn_gen(one,two,sign,sign_factor);
    input sign,one,two;
    output sign_factor;
    wire k;
    or o1(k,one,two);
    and a1(sign_factor,sign,k);
endmodule
module PP_0_gen(
    input signed [13:0] x0,
    input signed [13:0] y0,
    output signed [27:0] PP
    );
    wire [13:0] x0_abs;
    assign x0_abs = x0 ^ {14{x0[13]}};
    wire [13:0] k_x0;
    wire zero_x0;
    wire [13:0] x0_abs2;
	assign x0_abs2 = x0_abs;
    LOD14 lod_x0(
        .data_i(x0_abs),
        .zero_o(zero_x0),
        .data_o(k_x0));
    wire [3:0] k_x0_enc;
    PriorityEncoder_14v2 PE_x0(
        .data_i(k_x0),
        .code_o(k_x0_enc));
    wire [3:0] x_shift;
    LBarrel Lshift_x0(
        .data_i(x0_abs2),
        .shift_i(k_x0),
        .data_o(x_shift));
    wire [13:0] y0_abs;
    assign y0_abs = y0 ^ {14{y0[13]}};
    wire [13:0] k_y0;
    wire zero_y0;
    LOD14 lod_y0(
        .data_i(y0_abs),
        .zero_o(zero_y0),
        .data_o(k_y0));
	wire [13:0] y0_abs2;
	assign y0_abs2 = y0_abs;  
    wire [3:0] k_y0_enc;
    PriorityEncoder_14v2 PE_y0(
        .data_i(k_y0),
        .code_o(k_y0_enc));
    wire [3:0] y_shift;
    LBarrel Lshift_y0(
        .data_i(y0_abs2),
        .shift_i(k_y0),
        .data_o(y_shift));
    wire [8:0] x_log;
    wire [8:0] y_log;
    wire [8:0] p_log;
    assign x_log = {1'b0,k_x0_enc,x_shift};
    assign y_log = {1'b0,k_y0_enc,y_shift};
    assign p_log = x_log + y_log;
    wire [20:0] p_l1b;
    wire [4:0] l1_input;
    assign l1_input = {1'b1,p_log[3:0]};
    L1Barrel L1swhift_plog(
        .data_i(l1_input),
        .shift_i(p_log[7:4]),
        .data_o(p_l1b));
    wire [11:0] p_low;
    wire not_k_l5 = ~p_log[8];
    assign p_low = p_l1b[15:4] & {12{not_k_l5}};
    wire [4:0] p_med;
    assign p_med = p_log[8] ? p_l1b[4:0] : p_l1b[20:16];
    wire [10:0] p_high;
    assign p_high = p_l1b[15:5] & {11{p_log[8]}};
    wire [27:0] PP_abs;
    assign PP_abs = {p_high,p_med,p_low};
    wire p_sign;
    wire [27:0] PP_temp;
    assign p_sign = x0[13] ^ y0[13];
    assign PP_temp = PP_abs ^ {28{p_sign}};
    wire notZeroA, notZeroB, notZeroD;
    assign notZeroA = ~zero_x0 | x0[13] | x0[0];
    assign notZeroB = ~zero_y0 | y0[13] | y0[0];
    assign notZeroD = notZeroA & notZeroB;
    assign PP = notZeroD? PP_temp : 28'b0;
endmodule
module LOD14(
    input [13:0] data_i,
    output zero_o,
    output [13:0] data_o
    );
	 wire [13:0] z;
	 wire [3:0] zdet;
	 wire [3:0] select;
	 assign zdet[3] = |(data_i[13:12]);
	 assign zdet[2] = |(data_i[11:8]);
	 assign zdet[1] = |(data_i[7:4]);
	 assign zdet[0] = |(data_i[3:0]);
	 assign zero_o = ~( zdet[0]  | zdet[1] );
	 LOD4 lod4_1 (
		.data_i(data_i[3:0]), 
		.data_o(z[3:0])
	 );
	  LOD4 lod4_2 (
            .data_i(data_i[7:4]), 
            .data_o(z[7:4])
         );
      LOD4 lod4_3 (
           .data_i(data_i[11:8]), 
           .data_o(z[11:8])
        );
	 LOD2 lod2_4 (
                .data_i(data_i[13:12]), 
                .data_o(z[13:12])
             );
	 	LOD4 lod4_5 (
                .data_i(zdet), 
                .data_o(select)
             );
	Muxes2in1Array2 Inst_MUX214_3 (
         .data_i(z[13:12]), 
         .select_i(select[3]), 
         .data_o(data_o[13:12])
     );
	Muxes2in1Array4 Inst_MUX214_2 (
        .data_i(z[11:8]), 
        .select_i(select[2]), 
        .data_o(data_o[11:8])
    );
	 Muxes2in1Array4 Inst_MUX214_1 (
        .data_i(z[7:4]), 
        .select_i(select[1]), 
        .data_o(data_o[7:4])
    );
	 Muxes2in1Array4 Inst_MUX214_0 (
		.data_i(z[3:0]), 
		.select_i(select[0]), 
		.data_o(data_o[3:0])
    );
endmodule
module LOD4(
    input [3:0] data_i,
    output [3:0] data_o
    );
	 wire mux0;
	 wire mux1;
	 wire mux2;
	 assign mux2 = (data_i[3]==1) ? 1'b0 : 1'b1;
	 assign mux1 = (data_i[2]==1) ? 1'b0 : mux2;
	 assign mux0 = (data_i[1]==1) ? 1'b0 : mux1;
	 assign data_o[3] = data_i[3];
	 assign data_o[2] =(mux2 & data_i[2]);
	 assign data_o[1] =(mux1 & data_i[1]);
	 assign data_o[0] =(mux0 & data_i[0]);
endmodule
module LOD2(
    input [1:0] data_i,
    output [1:0] data_o
    );
	 assign data_o[1] = data_i[1];
	 assign data_o[0] =(~data_i[1] & data_i[0]);
endmodule
module Muxes2in1Array4(
    input [3:0] data_i,
    input select_i,
    output [3:0] data_o
    );
	assign data_o[3] = select_i ? data_i[3] : 1'b0;
	assign data_o[2] = select_i ? data_i[2] : 1'b0;
	assign data_o[1] = select_i ? data_i[1] : 1'b0;
	assign data_o[0] = select_i ? data_i[0] : 1'b0;
endmodule
module Muxes2in1Array2(
    input [1:0] data_i,
    input select_i,
    output [1:0] data_o
    );
	assign data_o[1] = select_i ? data_i[1] : 1'b0;
	assign data_o[0] = select_i ? data_i[0] : 1'b0;
endmodule
module PriorityEncoder_14(
    input [13:0] data_i,
    output reg [3:0] code_o
    );
	  always @*
		case (data_i)
	     14'b00000000000001 : code_o = 4'b0000;
         14'b00000000000010 : code_o = 4'b0001;
         14'b00000000000100 : code_o = 4'b0010;
         14'b00000000001000 : code_o = 4'b0011;
         14'b00000000010000 : code_o = 4'b0100;
         14'b00000000100000 : code_o = 4'b0101;
         14'b00000001000000 : code_o = 4'b0110;
         14'b00000010000000 : code_o = 4'b0111;
         14'b00000100000000 : code_o = 4'b1000;
         14'b00001000000000 : code_o = 4'b1001;
         14'b00010000000000 : code_o = 4'b1010;
         14'b00100000000000 : code_o = 4'b1011;
		 default  : code_o = 4'b1100;
		endcase		
endmodule
module PriorityEncoder_14v2(
    input [13:0] data_i,
    output [3:0] code_o
    );
	wire tmp10, tmp20,tmp30,tmp40;
	assign tmp10 = ~(~(data_i[1] | data_i[3]) & ~data_i[5]);
	assign tmp20 = ~(~(data_i[7] | data_i[9]) & ~data_i[11]);
	assign code_o[0] = tmp10 | tmp20;
	assign tmp30 = ~(~(data_i[2] | data_i[3]) & ~data_i[6]);
	assign tmp40 = ~(~(data_i[7] | data_i[10]) & ~data_i[11]);
	assign code_o[1] = tmp30 | tmp40;
	wire [1:0] tmp50, tmp60;
	wire tmp70, tmp80;
	assign tmp50 = ~ (data_i[5:4] | data_i[7:6]);
	assign tmp70 = ~&(tmp50);
	assign code_o[2] = tmp70 | data_i[12];
	assign tmp60 = ~ (data_i[9:8] | data_i[11:10]);
	assign tmp80 = ~&(tmp60);
	assign code_o[3] = tmp80 | data_i[12];
endmodule
module LBarrel(
    input [13:0] data_i,
    input [13:0] shift_i,
    output [3:0] data_o);
	wire [11:0] tmp1_l;  
	wire [5:0] tmp2_l;	 
	wire [2:0] tmp3_l;	 
	assign tmp1_l = ~(data_i[11:0] & shift_i[12:1]);
	assign tmp2_l = ~(tmp1_l[11:6] & tmp1_l[5:0]);	
    assign tmp3_l = ~(tmp2_l[5:3] | tmp2_l[2:0]);
	assign data_o[3] = 	~&tmp3_l;
	wire [11:0] tmp1_r;
	wire [5:0] tmp2_r;
	wire [2:0] tmp3_r;
	assign tmp1_r[11] = 1'b1;
	assign tmp1_r[10:0] = ~(data_i[10:0] & shift_i[12:2]);
	assign tmp2_r = ~(tmp1_r[11:6] & tmp1_r[5:0]);	
    assign tmp3_r = ~(tmp2_r[5:3] | tmp2_r[2:0]);
	assign data_o[2] = 	~&tmp3_r;
	wire [11:0] tmp1_u;
	wire [5:0] tmp2_u;
	wire [2:0] tmp3_u;
	assign tmp1_u[11] = 1'b1;
	assign tmp1_u[10] = 1'b1;
	assign tmp1_u[9:0] = ~(data_i[9:0] & shift_i[12:3]);
	assign tmp2_u = ~(tmp1_u[11:6] & tmp1_u[5:0]);	
    assign tmp3_u = ~(tmp2_u[5:3] | tmp2_u[2:0]);
	assign data_o[1] = 	~&tmp3_u;
	wire [11:0] tmp1_d;
	wire [5:0] tmp2_d;
	wire [2:0] tmp3_d;
    assign tmp1_d[11] = 1'b1;
	assign tmp1_d[10] = 1'b1;
	assign tmp1_d[9] = 1'b1;
	assign tmp1_d[8:0] = ~(data_i[8:0] & shift_i[12:4]);
	assign tmp2_d = ~(tmp1_d[11:6] & tmp1_d[5:0]);	
    assign tmp3_d = ~(tmp2_d[5:3] | tmp2_d[2:0]);
	assign data_o[0] = 	~&tmp3_d;
endmodule
module L1Barrel(
    input [4:0] data_i,
    input [3:0] shift_i,
    output reg [20:0] data_o);
    always @*
        case (shift_i)
           4'b0000: data_o = data_i;
           4'b0001: data_o = data_i << 1;
           4'b0010: data_o = data_i << 2;
           4'b0011: data_o = data_i << 3;
           4'b0100: data_o = data_i << 4;
           4'b0101: data_o = data_i << 5;
           4'b0110: data_o = data_i << 6;
           4'b0111: data_o = data_i << 7;
           4'b1000: data_o = data_i << 8;
           4'b1001: data_o = data_i << 9;
           4'b1010: data_o = data_i << 10;
           4'b1011: data_o = data_i << 11;
           4'b1100: data_o = data_i << 12;
           4'b1101: data_o = data_i << 13;
           4'b1110: data_o = data_i << 14;
           default: data_o = data_i << 15;
        endcase
endmodule
module RBarell(
    input data_i,
    input shift_i,
    output [1:0] data_o);
    assign data_o[1] = ~shift_i;
    assign data_o[0] = shift_i | data_i;
endmodule
module PP_add(
    input [1:0] sign_factor,
    input [16:0] PP_2,
    input [14:0] PP_1,
    input [27:0] PP_0,
    output [31:0] p
    );
    wire [2:0] E_MSB;
    assign E_MSB[0] = ~ PP_0[27];
    assign E_MSB[1] = ~ PP_1[14];
    assign E_MSB[2] = ~ PP_2[16];
    wire [15:0] sum00_FA;
    wire [15:0] carry00_FA;
    wire [15:0] tmp001_FA;
    wire [15:0] tmp002_FA;
    wire [15:0] tmp003_FA;
    assign tmp001_FA = {E_MSB[0],PP_0[27],PP_0[27:14]};
    assign tmp002_FA = {E_MSB[1],PP_1};
    assign tmp003_FA = {PP_2[15:0]};
    genvar i001;
    generate
        for (i001 = 0; i001 < 16; i001 = i001 + 1)
            begin : pp_fad00
            FAd pp_fad(tmp001_FA[i001],tmp002_FA[i001], tmp003_FA[i001], carry00_FA[i001],sum00_FA[i001]);
            end
    endgenerate
    wire sum00_HA, carry00_HA;
    assign carry00_HA = PP_2[16];  
    assign sum00_HA = E_MSB[2];  
    wire [31:0] tmp1_add;
    wire [31:0] tmp2_add;
    assign tmp1_add = {E_MSB[2],sum00_HA,sum00_FA,PP_0[13:0]};
    assign tmp2_add = {carry00_HA,carry00_FA,sign_factor[1],{14{sign_factor[0]}}};
    assign p = tmp1_add + tmp2_add;
endmodule
module FAd(a,b,c,cy,sm);
	input a,b,c;
	output cy,sm;
	wire x,y,z;
	xor x1(x,a,b);
	xor x2(sm,x,c);
	and a1(y,a,b);
	and a2(z,x,c);
	or o1(cy,y,z);
endmodule 
`timescale 1ns / 10ps
module mult_top(
    input clk,
    input  [15:0] x,
    input  [15:0] y,
    output reg [31:0] p_out
    );
    wire [31:0] P_vec;
    reg [15:0] X_vec;
    reg [15:0] Y_vec;
    ELM_Mitchw5 mult(X_vec,Y_vec,P_vec); 
    always @(posedge clk) 
    begin
        p_out = P_vec;
        X_vec = x;
        Y_vec = y;
    end
endmodule 
[/design/flow/run.sh]
#!/bin/bash
# OpenROAD 26Q1-2900-gdf79404cd8, Yosys 0.63+post, stock flow scripts
make -C /OpenROAD-flow-scripts/flow DESIGN_CONFIG=/design/flow/config.mk WORK_HOME=/design/flow/orfs finish
[/design/flow/config.mk]
export PLATFORM = sky130hd
export DESIGN_NAME = mult_top
export DESIGN_NICKNAME = mult_top
export VERILOG_FILES = /design/flow/design.v
export SDC_FILE = /design/flow/constraint.sdc
export NUM_CORES = 4
export LEC_CHECK = 1
export CORE_UTILIZATION = 50
[/design/flow/constraint.sdc]
current_design mult_top

set clk_period 11.9
set clk_io_pct 0.2

create_clock -name clk0 -period $clk_period [get_ports {clk}]

set non_clock_inputs [all_inputs -no_clocks]
set_input_delay [expr $clk_period * $clk_io_pct] -clock clk0 $non_clock_inputs
set_output_delay [expr $clk_period * $clk_io_pct] -clock clk0 [all_outputs]
==> CHANGELOG.md <==
### Physical design

- Synth unique cells: just over 80
- Drt wl/cell: between 15 and 20 um
- Clk buf depth: 2
- Final worst setup slack: approximately 3.6 ns
- Routed WL: 20,260 um
- Root buf cell: clkbuf_16
- Die W: between 100 and 150 um
- Synth Area per Inst: 7.359 sq um
- # hold bufs at CTS: 0
- Area growth syn-to-layout: 12.96%
- Period utilization: between 60% and 70%
- First-pass GRT wire length: around 33,000 um
- Pre-CTS setup slack: ~3.8 ns
- Vias/cell: just over 6
- N_diodes: 0
- Vias in the first global route: 6,424
- Slew Limit Headroom: between 40% and 50%
- All-layer global routing usage: around 28%
- Main area contributors: dfxtp_1 18%, xnor2_1 7.6%, ha_1 6.7%
- Ys flop type: dfxtp_1
- Synth async-reset ratio: 0%
- Setup CP Type: flip-flop to flip-flop
- Hold slack: around 1.0 ns
- Adder share: 11.66%
- Util after Layout: 58.55%
- TritonCTS buffer count: 9
- Post-Layout Cell Count: 1,189
- Setup TNS Final: 0 ns
- Core Util at FP: roughly half
- Cell area after synthesis: 7278 sq um
- CTS tree: done
- Largest net degree at the start of global routing: approximately 42
- PwrDens: between 150 and 200 nW/um^2
- Via Count: 7,344
- CORE AREA: 14,040 sq um
- Worst hold path type: flip-flop to flip-flop
- Critical Path Source Type: flip-flop
- Max-area cell share: between 10% and 20%
- H-Tree Depth: 3
- Reg2reg start: Y_vec[12]
- Synth Area in Simple Gates: about 22%
- Clock Skews: 0.007517 ns
- Synth Warn #: 2
- Worst Path Required: 12.17 ns
- DP Cell Count: 1,173
- Crit path DAT: between 8 and 9 ns
- Post-synthesis xor/xnor area fraction: roughly a tenth
- Antenna violations before repair: 0
- Buffers on Ports: about 64
- Final setup violation count: 0
- DRT Pass-1 Iters: 5
- Dominant cell type by area after synthesis: dfxtp_1
- CP startpoint: Y_vec[12]
- DRC: 0
- Die area: about 15,000 sq um
- Status: complete, no violations
- Post-DRT Antenna Nets: 0
- Number of core rows: between 40 and 50
- CP Max Fanout: 22
- Top logic family: AND-OR/OR-AND gates
- Grt total ovfl: 0
- OpenROAD warnings: 26
- Synth mux share: under 10%
- F_max: about 120 MHz
- Top cell by count, worst path: a21oi_1
- Die Y: ~120 um
- I/O pins: approximately 65
- Yosys Chip Area: 7278 sq um
- Fraction of layout cells with a size suffix above 1: 5.253%
- Dominant logic cell types in the final layout: 126 x nor2_1, 87 x nand2_1, 75 x a21oi_1
- DRT iter0 DRCs: between 600 and 700
- Post-synth seq share: ~18%
- Synth flops: roughly 64
- Worst-Margin Slew: 0.7517 ns
- Placer Congestion: 0.9954
- Yosys stat cell total: slightly below 1,000
- Final min period: between 8 and 9 ns
- Slowest CP cell: dfxtp_1
- Yosys aoi share: 28.57%
- Pins over their slew limit: 0
- Post-DP HPWL: roughly 15,000 um
- Synthesized netlist cell count: between 900 and 1,000
- Final Hold Violating Endpoints: 0
- EDFF count, synth: 0
- RSZ-0062 raised after global routing: false
- Hold Crit Start: Y_vec[15]
- Max IR drop VDD: between 0.00008 and 0.00009 V
- Post_cts resized: 0
- Commonest Layout Cell: nor2_1
- Clk slew on worst S/H paths: about 0.060 ns
- Post-CTS setup buffer count: 0
- Max Cap Violations: 0
- CTS Sinks: approximately 64
- P_leak: 3.231 nW
- Latency at later pin: between 0.3 and 0.4 ns
- Slowest stage delay, CP: around 0.75 ns
- CP Capture Type: flip-flop
==> metal layers <==
| layer | vias to the layer above | share of wire (%) | wire (um) | track usage [%] |
|---|---|---|---|---|
| met5 | - | 0 | 0 | 0 |
| met4 | 0 | 3.8 | 765 | 9.604 |
| met2 | 329 | 44 | 8827 | 42.98 |
| met1 | 3390 | 46 | 9308 | 42.03 |
| met3 | 51 | 6.7 | 1360 | 3.890 |
| li1 | 3574 | - | - | - |
==> power by group <==
group	switching, mW	internal, mW	leakage, nW
Clock	0.0962	0.173	0.150
Sequential	0.0347	0.281	0.540
Combinational	0.513	0.448	2.54
Total	0.644	0.902	3.23
==> cell usage after synthesis, types with 5 or more instances <==
master / number
a211oi_1: 33
a21o_1: 12
a21oi_1: 75
a221oi_1: 7
a22oi_1: 6
a31oi_1: 12
and2_1: 10
and3_1: 9
buf_1: 5
buf_2: 16
clkbuf_1: 46
dfxtp_1: 64
fa_1: 18
ha_1: 39
inv_1: 55
mux2i_1: 18
nand2_1: 87
nand2b_1: 18
nand3_1: 25
nand4_1: 11
nor2_1: 126
nor2b_1: 17
nor3_1: 14
o211ai_1: 6
o21a_1: 12
o21ai_0: 38
o21ai_1: 8
o221ai_1: 18
o22ai_1: 9
o31ai_1: 10
xnor2_1: 63
xor2_1: 12
==> cell families (layout without fill, tap and decap cells) <==
kind of cell / after synthesis / count (layout)
AOI/OAI and AO/OA: 299 / 299
xor gates and xnor gates: 78 / 78
adders and majority gates: 57 / 57
buffers and inverters: 125 / 145
DFF: 64 / 64
muxes: 23 / 23
and+or+nand+nor: 343 / 343
==> worst max-delay path: cells and delay by family (launching register included) <==
family	cells	cell delay [ns]
fa+ha+maj	3	1.24
mux	2	0.98
xor+xnor	2	0.75
flops	1	0.75
simple gates	6	1.27
compound gates	14	2.73
buf+inv	3	0.44
==> stage by stage <==
stage / total power [mW] / cell area (sq um)
2_1_floorplan: 1.004 / 7278
3_3_place_gp: 1.262 / 7921
3_5_place_dp: 1.269 / 7921
4_1_cts: 1.546 / 8222
5_1_grt: 1.696 / 8222
6_report: 1.546 / 8222
==> sequential cells by signal, summed over array words and instances, names as in the netlist <==
name / cells
p_out: 32
X_vec: 16
Y_vec: 16
==> area by class of cell <==
cell class,instances,area (sq um)
Clock inverter,3,40.04
Tap cell,180,225.2
Inverter,57,214.0
Clock buffer,13,260.3
Timing Repair Buffer,72,700.7
Multi-Input combinational cell,800,5500
Sequential cell,64,1281
Fill cell,1208,5821
==> worst paths after layout <==
kind	endpoint	slack [ns]	cells past startpoint
setup / recovery	p_out[30]	3.65	30
hold / removal	p_out[1]	1.01	4
setup reg to reg	p_out[30]	3.65	30
hold reg to reg	p_out[1]	1.01	4
No activity file was given, so power comes from the tool's default toggle rates.
